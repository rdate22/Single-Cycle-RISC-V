[/design/flow/run.sh]
#!/bin/bash
# OpenROAD 26Q1-2900-gdf79404cd8, Yosys 0.63+post, stock flow scripts
make -C /OpenROAD-flow-scripts/flow DESIGN_CONFIG=/design/flow/config.mk WORK_HOME=/design/flow/orfs finish
[/design/flow/config.mk]
export PLATFORM = sky130hd
export DESIGN_NAME = topMux
export DESIGN_NICKNAME = topMux
export VERILOG_FILES = /design/flow/design.v
export SDC_FILE = /design/flow/constraint.sdc
export NUM_CORES = 4
export LEC_CHECK = 1
export CORE_AREA = 10 10 71 71
export DIE_AREA = 0 0 81 81
[/design/flow/design.v]
module topMux (
    input logic [31:0] pcPlus4,         
    input logic [31:0] branchAddr,      
    input logic zero,                   
    input logic branchControl,         
    output logic [31:0] muxOutput
);
    assign muxOutput = (zero & branchControl) ? branchAddr : pcPlus4;
endmodule
[/design/flow/constraint.sdc]
current_design topMux

set clk_period 2.2
set clk_io_pct 0.2

create_clock -name clk0 -period $clk_period

set non_clock_inputs [all_inputs -no_clocks]
set_input_delay [expr $clk_period * $clk_io_pct] -clock clk0 $non_clock_inputs
set_output_delay [expr $clk_period * $clk_io_pct] -clock clk0 [all_outputs]
==> impl_metrics.py <==
# Synthesis and PnR figures
metrics = {
    "die": {
        "ioPinCount": 98,
        "rows": 22,
        "core_area_mm2": 0.00363,
        "die_area_mm2": 0.00656,
        "fp_util_pct": 15.0,
        "dieWidth_um": 81,
        "die_h_um": 81,
    },
    "cells_and_area": {
        "seq_cells": 0,
        "final_cells": 187,
        "final_cell_mix": "clkdlybuf4s50_1, mux2_4, buf_12",
        "area_growth_pct": 212,
        "clkbuf_count": 0,
        "design_area_mm2": 0.00170,
        "regArea_um2": 0,
        "lay_top_count": "clkdlybuf4s50_1",
        "drive_gt1_share_pct": 30.9,
        "final_util_pct": 46.8,
    },
    "final_timing": {
        "hold_viol": 0,
        "slew_headroom_pct": 93.8,
        "fmax_mhz": 464,
        "rsz0062_at_grt": "no",
        "finalMaxSlewViolations": 0,
        "hold_ws_ps": 1550,
        "setup_slack_ps": 43.9,
        "setup-violations-final": 0,
        "period_used_pct": 98.0,
        "fin_crit_ps": 2160,
        "finalSetupTns_ps": 0,
        "tightest_slew_ps": 93.2,
    },
    "placed_design": {
        "gp_congestion": 0.886,
        "hpwl_mm": 2.71,
        "portBuffers": 98,
        "dp_slack_ps": -202,
        "placed_cells": 182,
        "placed_area_mm2": 0.00159,
    },
    "synth": {
        "top_cell_area_share_pct": 82.8,
        "yosys.cell_types.count": 4,
        "avgSynthCellArea_um2": 15.1,
        "ys_chip_area_um2": 544,
        "ys_sh_xor_pct": 0,
        "top_logic_kind": "multiplexers",
        "ys_sh_simple_pct": 2.07,
        "adder_share_pct": 0,
        "yosysSeqAreaShare_pct": 0,
        "yosys_cells": 36,
        "area_leaders": "mux2_4, buf_12, mux2_2",
        "synthCells": 36,
        "compound_area_share_pct": 0,
        "yosysTopAreaCell": "mux2_4",
        "mux_share_pct": 86.9,
        "yosys_warnings": 0,
        "netlist_area_um2": 544,
    },
    "grt": {
        "grt_pass1_vias": 785,
        "grt_pass1_wl_mm": 4.44,
        "track_usage_pct": 8.54,
        "grt_max_degree": 11,
        "grt_overflow": 0,
        "antenna_found_initial": 0,
    },
    "power": {
        "irDropWorstVdd_v": 0.0000697,
        "leakagePower_nw": 0.788,
        "power.density_mw_per_mm2": 192,
        "p_total_mw": 0.327,
    },
    "drt": {
        "drc": 0,
        "antenna_cells": 0,
        "dr.first_iter.drc_count": 4,
        "vias": 701,
        "first_pass_iters": 2,
        "viasPerCell": 3.75,
        "drt_wl_total_mm": 3.06,
        "wl_per_cell_um": 16.3,
        "postRouteAntennaNets": 0,
    },
    "cts": {
        "cts_hold_buf": 0,
    },
    "critical_path": {
        "crit_required_ps": 1760,
        "worstSetupStartpointType": "primary input",
        "arrival_ps": 1720,
        "setup.worst_path.end_class": "output port",
        "criticalPathCategory": "in -> out",
        "crit_fanout": 5,
    },
    "run_status": {
        "outcome": "finished clean",
    },
    "worst_hold_path": {
        "hold_class": "in -> out",
    },
    "flow_run": {
        "cap_violations": 0,
        "tool_warnings": 32,
    },
}
[synthesized netlist by cell type (all sizes together)]
library cell,count
mux2,32
nand2,1
buf,3
[critical path, cell delays in order]
cell             delay (ps)
clkdlybuf4s15_2         190
nand2_4                 100
bufbuf_16               270
mux2_4                  290
clkdlybuf4s50_1         420
[power by group]
part | leakage, nW | internal, mW | switching (mW)
Combinational | 0.788 | 0.267 | 0.0598
Clock | 0 | 0 | 0
Sequential | 0 | 0 | 0
[layout make-up]
class	count	area (µm²)
well taps	48	60.1
repair buffers	106	1160
multi-input cells	33	484
fillers	337	1930
[worst paths after layout]
path	cells past startpoint	slack, ps	start	to
setup / recovery	5	40	branchControl	muxOutput[9]
hold / removal	3	1550	pcPlus4[16]	muxOutput[16]
[routing by layer]
layer	wire [µm]	global-route usage (%)	vias to the layer above
li1	-	-	346
met1	1150	10.4	301
met2	1460	14.6	54
met3	442	3.67	0
met4	0	0	0
met5	0	0	-
[logic make-up (layout without fill, tap and decap cells)]
kind of cell | count (synthesis) | in the layout
mux | 32 | 32
simple gates | 1 | 1
buf+inv | 3 | 106
[repair_timing]
item / in CTS / in global routing
setup endpoints to repair: 32 / 5
setup buffers: 2 / 1
pin swaps: 1 / 0
gates cloned: 2 / 0
gates resized: 9 / 3
Power and IR drop assume default switching activity.
