==> flow/design.v <==
module middleMux (
    input logic [31:0] aluOutput,      
    input logic [31:0] dataMemOutput,  
    input logic useAluOutput,          
    output logic [31:0] muxOutput
);
    assign muxOutput = useAluOutput ? aluOutput : dataMemOutput;
endmodule
==> flow/run.sh <==
#!/bin/bash
# OpenROAD 26Q1-2900-gdf79404cd8, Yosys 0.63+post, stock flow scripts
make -C /OpenROAD-flow-scripts/flow DESIGN_CONFIG=/design/flow/config.mk WORK_HOME=/design/flow/orfs finish
==> flow/config.mk <==
export PLATFORM = sky130hd
export DESIGN_NAME = middleMux
export DESIGN_NICKNAME = middleMux
export VERILOG_FILES = /design/flow/design.v
export SDC_FILE = /design/flow/constraint.sdc
export NUM_CORES = 4
export LEC_CHECK = 1
export CORE_AREA = 10 10 70 70
export DIE_AREA = 0 0 80 80
==> flow/constraint.sdc <==
current_design middleMux

set clk_period 1.0
set clk_io_pct 0.2

create_clock -name clk0 -period $clk_period

set non_clock_inputs [all_inputs -no_clocks]
set_input_delay [expr $clk_period * $clk_io_pct] -clock clk0 $non_clock_inputs
set_output_delay [expr $clk_period * $clk_io_pct] -clock clk0 [all_outputs]
==> Slide: Implementation Results <==
Run Summary

Outcome
  • Status: complete, but fails checks
  • Failing checks: negative setup slack

Power
  • Peak supply drop: about 0.16 mV
  • LEAKAGE: 0.887 nW
  • Power per cell area: a little under 400 mW/mm^2
  • P_sw: approximately 0.00013 W
  • Sw Ratio: a little over a fifth
  • Combinational cell fraction of total power: 100.0%
  • Sequential power share: 0%
  • Internal Dissipation: a little under 0.0005 W
  • Clock share of power: 0%

Routing
  • Remaining antenna violation count: 0
  • WL final: around 2.7 mm
  • DRT iter0 DRCs: 3
  • Vias per cell: approximately 3.8
  • Diode count: 0
  • Routed length per instance: ~15 um
  • DR pass1 iterations: 2
  • Vias: 690
  • Residual DRC: 0

Global routing
  • Initial antenna violation count: 0
  • Congestion Overflow GR: 0
  • First-pass GRT wire length: approximately 4 mm
  • GRT Overall Usage: 7.64%
  • Vias in the first global route: approximately 750
  • Pin count of the biggest net entering global routing: 11

Hold path
  • Hold WC Path Type: input port to output pin

Final layout
  • Registers: 0
  • CLK BUF: 0
  • Proportion of layout cells with a drive suffix above 1: a little over half
  • Register area: 0 um^2
  • Layout area overhead: 191%
  • FILL cells: roughly 350
  • Post-route cell area: 0.00159 mm^2
  • Multi-input logic area: between 400 and 500 um^2

Synthesis
  • Cell type with the largest total area: mux2_4
  • XOR/XNOR Area Share: 0%
  • Register share after synthesis: 0%
  • Yosys chip area: 544 um^2
  • Post-Syn Area: about 540 um^2
  • Largest family of logic cells by area: multiplexers
  • Fa+ha+maj area frac: 0%
  • Top-area cell share: about 83%
  • Count of warnings emitted by yosys: 0
  • Basic Gates by Area: 0%
  • Synth Area in Compound Gates: 0%
  • Synth unique cells: 4
  • Post-Synthesis Cells: 36
  • Syn avg cell area: roughly 15 um^2
  • MUX share of area: between 80% and 90%
  • Cells in synth_stat.txt: 36
  • Biggest area cells: mux2_4, buf_12, mux2_2

Final timing
  • Slew margin rel.: between 90 and 100%
  • Worst Setup Slack, final: -0.173 ns
  • Final hold violations: 0
  • Final min period: 1.17 ns
  • Highest achievable clock rate: 0.852 GHz
  • Slew Limit Fails: 0
  • Final setup violation count: 32
  • RSZ-0062 raised after global routing: true
  • Final cycle utilization of the critical path: 117%
  • Slew @ Worst Pin: between 0.1 and 0.15 ns
  • Setup TNS: -3.69 ns

Run
  • Count of tool warnings: 34
  • Max_cap viols: 0

Placement
  • Dpl cell area: 0.00152 mm^2
  • Port bufs: slightly below 100
  • Pre-CTS WS: -0.499 ns
  • Gpl congestion: ~0.76
  • HPWL Detailed: between 2 and 2.5 mm

Worst setup path
  • CP required: about 0.8 ns
  • Worst Setup Path Type: input port to output pin
  • Critical Path Source Type: input port
  • Kind of end point of the critical path: output pin
  • Critical path peak fanout: 1
  • Crit path largest cell delay: 0.40 ns
  • Crit path from: aluOutput[27]
  • Arr. time, crit path: ~0.97 ns
  • Crit-path cells: clkdlybuf4s50_1 > mux2_4 > buf_6
  • Setup crit end: muxOutput[27]
  • CP max stage cell: clkdlybuf4s50_1

Floorplan
  • Die height: around 80 um
  • Core Box Area: 0.00342 mm^2
  • IO Count: a little under 100
  • Die width: 80 um
  • Site Rows: 21
  • FP Util: 15.9%
  • Die Area: ~0.0064 mm^2
[kinds of logic after synthesis]
| logic type | count (synthesis) |
|---|---|
| buf+inv | 4 |
| mux | 32 |
[cells in the final DEF (no fill, tap or decap)]
cell type and n:
mux2_4 32, dlymetal6s2s_1 7, clkdlybuf4s50_1 10, buf_12 4, buf_6 21, buf_16 1, dlygate4sd2_1 47, buf_8 3
buf_2 12
[worst max-delay path: cells and delay by family]
family                 cells  cell delay [ns]
buffers and inverters      2             0.51
muxes                      1             0.26
[cell usage after synthesis, drive strengths merged]
cell   n
buf    4
mux2  32
[per-layer routing]
layer,vias up,wire length [um],global-route usage [%]
li1,339,-,-
met1,300,1020,8.77
met2,51,1350,13.6
met3,0,351,3.18
met4,0,0,0
met5,-,0,0
[layout make-up]
class	instances	share of cell area, %
Multi-Input combinational cell	32	30.3
Tap cell	46	3.63
Timing Repair Buffer	105	66.1
[worst min-delay path by stage]
| stage | from | endpoint | slack, ns | depth (start not counted) |
|---|---|---|---|---|
| finish | dataMemOutput[18] | muxOutput[18] | 0.69 | 3 |
| CTS | dataMemOutput[23] | muxOutput[23] | 0.80 | 3 |
| global route | dataMemOutput[27] | muxOutput[27] | 0.71 | 3 |
[per-stage QoR]
stage	instances	total power [W]	util, %	hold WS (ns)
after CTS	183	0.000608	44.6	0.801
final	183	0.000619	46.4	0.692
after floorplan	36	0.000206	-	0.498
after global placement	177	0.000648	44.6	1.35
after detailed placement	177	0.000650	44.6	1.36
after global routing	183	0.000664	46.4	0.713
[repair_timing]
item                       CTS  global route
gates cloned                 1             0
setup buffers                5             0
setup endpoints to repair   32            32
hold buffers                 0             0
resized                    170            15
[power groups by stage]
stage | Sequential [W] | Clock, W | Combinational, W
global route | 0 | 0 | 0.000664
CTS | 0 | 0 | 0.000608
finish | 0 | 0 | 0.000619
Power figures rest on the tool's default switching activity, not on a simulated workload.
