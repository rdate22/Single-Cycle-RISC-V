`flow/run.sh`:
```
#!/bin/bash
# OpenROAD 26Q1-2900-gdf79404cd8, Yosys 0.63+post, stock flow scripts
make -C /OpenROAD-flow-scripts/flow DESIGN_CONFIG=/design/flow/config.mk WORK_HOME=/design/flow/orfs finish
```
`flow/config.mk`:
```
export PLATFORM = sky130hd
export DESIGN_NAME = EX_MEM
export DESIGN_NICKNAME = EX_MEM
export VERILOG_FILES = /design/flow/design.v
export SDC_FILE = /design/flow/constraint.sdc
export NUM_CORES = 4
export LEC_CHECK = 1
export CORE_UTILIZATION = 30
```
`flow/constraint.sdc`:
```
current_design EX_MEM

set clk_period 1.0
set clk_io_pct 0.2

create_clock -name clk0 -period $clk_period [get_ports {clk}]

set non_clock_inputs [all_inputs -no_clocks]
set_input_delay [expr $clk_period * $clk_io_pct] -clock clk0 $non_clock_inputs
set_output_delay [expr $clk_period * $clk_io_pct] -clock clk0 [all_outputs]
```
`flow/design.v`:
```
module EX_MEM (
    input logic clk, reset, zero,
    input logic [1:0] writeBack,
    input logic [2:0] mem,
    input logic [31:0] pcAdder,
    input logic [31:0] aluOutput,
    input logic [31:0] rd2,
    input logic [31:0] instr,
    output logic branch, memRead, memWrite, zeroOut,
    output logic [1:0] wbOut,
    output logic [31:0] pcAdderOut,
    output logic [31:0] alu,
    output logic [31:0] rd2Out,
    output logic [31:0] instrOut
);
    always_ff @(posedge clk) begin
        if (reset) begin
            branch <= 1'b0;
            memRead <= 1'b0;
            memWrite <= 1'b0;
            zeroOut <= 1'b0;
            wbOut <= 2'b0;
            pcAdderOut <= 32'b0;
            alu <= 32'b0;
            rd2Out <= 32'b0;
            instrOut <= 32'b0;
        end
        else begin
            branch <= mem[0];
            memWrite <= mem[1];
            memRead <= mem[2];
            zeroOut <= zero;
            wbOut <= writeBack;
            pcAdderOut <= pcAdder;
            alu <= aluOutput;
            rd2Out <= rd2;
            instrOut <= instr;
        end    
    end
endmodule
```
==> notes.md <==
run metrics: result of the run finished, violations left, violations in the final reports negative setup slack, unrepaired setup endpoints after global routing yes, count of standard-cell rows 39, antenna violation net count after detailed routing 0, grt ovf 0, post-CTS repair timing setup buffer count 0, total design power between 10 and 15 mW, fmax 0.975 GHz, origin of the worst min-delay path reset, initial antenna violation count 0, Worst-Margin Slew 0.228 ns, Buffers on Ports 269, Final WS setup -0.0256 ns, crit path DAT 0.83 ns, Worst Path Class, Setup flop to output pin, DRC violations left 0, number of hold violations in the final report 0, final worst-path cycle share 103%, area growth from synthesis to final layout 77.8%, Chip Area 12500 sq um, final-report setup violation count 78, H-tree lvl count 4, post-synthesis instance area around 3600 sq um, largest net degree at the start of global routing 45, Boundary Pins 270, number of global-route vias before repair roughly 2900, share of cells above drive strength 1 between 30% and 40%, fillers 1009, drt pass-1 iters 26, Sink Count 134, static leakage power 2.92 nW, Chip Area, Yosys roughly 3600 sq um, count of pins over their slew limit 0, post-synthesis area per instance approximately 13 sq um, Antenna diodes 0, average routed wire per standard cell 13.9 um, cell breakdown of the critical path buf_2, minimum clock period after layout 1.03 ns, Root Buffer sky130_fd_sc_hd__clkbuf_16, largest voltage drop on the vdd net 0.00129 V, cts-stage hold buffer count 0, delay of the slowest cell on the worst path 0.31 ns, maximum capacitance violations 0, FP Core Util 31.2%, mean number of vias per cell 3.96, number of synthesized register bits 134, OpenROAD warning count 27, core region area approximately 12000 sq um, delay-heaviest family, CP flip-flops, Synth Seq Share about three quarters, total cells reported by yosys after synthesis 282, area taken by multi-input logic gates 838 sq um, required time reported for the critical path endpoint 0.80 ns, final cell utilization of the core 55.5%, PwrDens 1990 nW/um^2, sequential cell area 2710 sq um, Die Y 112 um, Crit. End Element output pin, number of warnings reported in the yosys synthesis log 1, type of element launching the critical path flop, path type of the worst min-delay path input pin to flop, cell with the biggest individual delay on the critical path sky130_fd_sc_hd__dfxtp_2, Longest Clk Path Bufs 2, estimated wirelength of the detail-placed design roughly 7.5 mm, total clock buffers created by CTS 17, Routed WL between 9 and 10 mm, DIE WIDTH 112 um, first-pass GRT wire length 15.3 mm, Hold Path Cell Cnt 2, largest fanout of any net on the critical path 1, number of vias in the routed layout roughly 2800, global-route total usage across every layer about 17%, post-CTS clock slew at the launch and capture registers of the worst setup and hold paths 0.05 ns, number of buffer and inverter stages on the critical path 1, last weighted congestion value of the routability-driven placer 0.782, Worst slew margin 84.8%, post-synthesis instance total 282, count of instances resized after the clock tree is built 431, number of distinct library cells after synthesis 4, drt initial violations 148, TritonCTS clock tree built, end point of the most critical hold path instrOut[14]$_SDFF_PP0_
metrics by stage:
stage	cells	area, sq um	TNS (ns)	worst slack, ns	hold WS [ns]
5_1_grt	716	6420	-6.05	-0.0714	0.0356
6_report	716	6420	-0.495	-0.0256	0.0565
2_1_floorplan	282	3610	0	0.352	0.328
4_1_cts	716	6400	-3.70	-0.0558	0.0369
3_5_place_dp	684	6460	0	0.00595	0.476
3_3_place_gp	684	6460	0	0.00461	0.476
logic make-up after synthesis:
| logic type | Yosys count | share of synthesized area, % |
|---|---|---|
| DFF | 134 | 74.3 |
| buffers and inverters | 14 | 2.43 |
| and+or+nand+nor | 134 | 23.2 |
cell type report:
cell class	count	area share, %
Clock buffer	22	7.70
Multi-Input combinational cell	134	13.1
Sequential cell	134	42.2
Clock inverter	10	1.56
Tap cell	143	2.79
Timing Repair Buffer	273	32.7
synth_stat cells:
cell type / number / area (sq um)
sky130_fd_sc_hd__dfxtp_1: 134 / 2680
sky130_fd_sc_hd__buf_2: 7 / 35.0
sky130_fd_sc_hd__buf_4: 7 / 52.6
sky130_fd_sc_hd__nor2b_1: 134 / 838
state kept, by name (all words and copies together), names as in the netlist:
signal and flops:
branch 1, pcAdderOut 32, instrOut 32, alu 32, memRead 1, rd2Out 32, memWrite 1, wbOut 2
zeroOut 1
placed cells by master (no fill, tap or decap), drive strengths merged:
cell,count
dfxtp,134
clkbuf,22
nor2b,134
bufinv,2
clkinv,8
clkdlybuf4s50,134
buf,139
power by group:
| part | total, mW | switching (mW) | internal, mW |
|---|---|---|---|
| combinational | 1.04 | 0.254 | 0.790 |
| sequential | 5.70 | 0.0600 | 5.64 |
| clock | 6.06 | 2.10 | 3.96 |
how the worst max path moves through the flow:
stage,startpoint,end,slack (ns),cells past startpoint
after CTS,rd2Out[22]$_SDFF_PP0_,rd2Out[22],-0.06,1
after global routing,instrOut[18]$_SDFF_PP0_,instrOut[18],-0.07,1
final,rd2Out[22]$_SDFF_PP0_,rd2Out[22],-0.03,1
layer usage:
metal  track usage [%]  vias to the layer above  share of wire, %
li1                  -                     1401                 -
met1              19.6                     1243                33
met2              28.0                      165                49
met3              8.75                       25                16
met4              1.89                        0               1.3
met5                 0                        -                 0
Power figures rest on the tool's default switching activity, not on a simulated workload.
